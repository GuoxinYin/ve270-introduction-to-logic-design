<file path="flow/run.sh">
#!/bin/bash
# OpenROAD 26Q1-2900-gdf79404cd8, Yosys 0.63+post, stock flow scripts
make -C /OpenROAD-flow-scripts/flow DESIGN_CONFIG=/design/flow/config.mk WORK_HOME=/design/flow/orfs finish
</file>
<file path="flow/config.mk">
export PLATFORM = sky130hd
export DESIGN_NAME = MUX_2_1_32
export DESIGN_NICKNAME = MUX_2_1_32
export VERILOG_FILES = /design/flow/design.v
export SDC_FILE = /design/flow/constraint.sdc
export NUM_CORES = 4
export LEC_CHECK = 1
export CORE_AREA = 10 10 71 71
export DIE_AREA = 0 0 81 81
</file>
<file path="flow/design.v">
`timescale 1ns / 1ps
module MUX_2_1_32(F, A, B, sel);
    input [31:0] A, B;
    input sel;
    output [31:0] F;
    reg [31:0] F;
    always @(A,B,sel) begin
        case (sel)
        1'b0: F=A;
        1'b1: F=B;
        default F=0;
        endcase
    end
endmodule
</file>
<file path="flow/constraint.sdc">
current_design MUX_2_1_32

set clk_period 1.0
set clk_io_pct 0.2

create_clock -name clk0 -period $clk_period

set non_clock_inputs [all_inputs -no_clocks]
set_input_delay [expr $clk_period * $clk_io_pct] -clock clk0 $non_clock_inputs
set_output_delay [expr $clk_period * $clk_io_pct] -clock clk0 [all_outputs]
</file>
==> Changelog: implementation <==
### Metrics

* Fin Setup TNS at -3300 ps
* Sequential power share at 0%
* Warnings, synthesis at 1
* Failing checks: negative setup slack
* Worst slew pin tran at 87.0 ps
* Clock buffers at 0
* Post-route clock period utilization at 118%
* Area Growth Syn to Fin at 192%
* Initial drt markers at 2
* Final WS setup at -179 ps
* Final Hold Vio Count at 0
* RD Place Congestion at 0.832
* Ant. Diodes at 0
* Row count at 22
* Clk network pwr share at 0%
* I/O pins at 97
* RSZ-0062 raised after global routing: true
* Layout cell share with drive strength beyond 1 at 54.0%
* Mapped Avg Cell Area at 15.1 um^2
* Die X at 81 um
* Total grt overflow at 0
* TritonRoute pass-1 iters at 2
* FF/Latch Area at 0 um^2
* Hold slack at 691 ps
* Antenna violations before repair at 0
* FP Util at 15.0%
* Seq_cells at 0
* Yosys Chip Area at 544 um^2
* Setup-failing EPs final at 32
* Worst Hold Class: input port to output pin
* Maxcap violations at 0
* Psw at 0.000137 W
* Avg WL per Cell at 15.4 um
* Port Buffer Count at 97
* CP Data Arrival Time at 980 ps
* Setup crit end kind: output pin
* Seq share, synth at 0%
* P_int at 0.000487 W
* Pwr dens at 392 nW/um^2
* Logic pwr share at 100.0%
* WS Path Type: input port to output pin
* Status: complete, but fails checks
* Startpoint types: input port
* # DRC at 0
* Unique cell types at 4
* Leakage dissipation at 0.872 nW
* Synth top area share at 82.8%
* Area leader, netlist: mux2_4
* Global-route wire length before repair at 4140 um
* Power Total at 0.000624 W
* Peak supply drop at 0.000169 V
* Post-Syn Area at 544 um^2
* Routed vias at 715
* Max Clock Freq at 0.848 GHz
* Switching share of power at 22.0%
* Avg Vias per Cell at 3.82
* Post-synthesis instance total at 36
* Tool Warnings at 34
* Hold_sp: B[29]
* Cell count listed in synth_stat.txt at 36
* Final WL at 2880 um
* CP startpoint: sel
* Worst-path fanout max at 6
* Largest cells by area: mux2_4, buf_12, mux2_2
* CORE AREA at 3630 um^2
* Critical Path End: F[4]
* Hold Buf Count CTS at 0
* Final min period at 1180 ps
* Tot GR Track Use at 7.79%
* Final Max Tran Viols at 0
* Dpl ws at -512 ps
* DP HPWL at 2500 um
* Filler Cell Count at 357
* Number of global-route vias before repair at 764
* Rel. slew slack at 94.2%
* Die Ht at 81 um
* Routed Antenna Nets at 0
* Largest net degree at the start of global routing at 11
* Die area at 6560 um^2
* Worst EP required at 800 ps
worst max-delay path, stage by stage:
cell	delay, ps
buf_12	120
buf_12	130
buf_12	120
mux2_4	290
buf_6	110
area by class of cell:
class | count | area, um^2 | share of cell area [%]
repair buffers | 107 | 1050 | 66.2
well taps | 48 | 60.1 | 3.78
multi-input cells | 32 | 477 | 30.0
synthesized netlist by cell type:
library cell	count
buf_12	3
mux2_4	30
buf_6	1
mux2_2	2
per-layer routing:
metal	wire length, um	track usage, %
met5	0	0
met3	350	2.78
met1	1080	9.03
met4	0	0
met2	1450	14.3
cells by family (layout without fill, tap and decap cells):
family,after synthesis,count (layout),synth area share [%]
buffers and inverters,4,107,13.1
multiplexers,32,32,86.9
what timing repair did:
item	4_1_cts	5_1_grt
setup endpoints to repair	32	32
buffers inserted	5	1
gates resized	171	10
cloned	2	0
power by group through the flow:
stage | logic, W | registers (W) | clock network, W
after global routing | 0.000666 | 0 | 0
final | 0.000624 | 0 | 0
after CTS | 0.000614 | 0 | 0
stage by stage:
stage | util (%) | std cells | area, um^2
floorplan | - | 36 | 544
global placement | 42.4 | 179 | 1540
detailed placement | 42.4 | 179 | 1540
CTS | 42.3 | 186 | 1540
global route | 43.8 | 187 | 1590
finish | 43.8 | 187 | 1590
layout by cell type (no fill, tap or decap):
| cell type | netlist | final |
|---|---|---|
| buf_4 | 0 | 1 |
| mux2_4 | 30 | 31 |
| buf_12 | 3 | 4 |
| buf_16 | 0 | 2 |
| dlygate4sd2_1 | 0 | 51 |
| buf_2 | 0 | 13 |
| mux2_2 | 2 | 1 |
| dlymetal6s2s_1 | 0 | 4 |
| clkdlybuf4s50_1 | 0 | 9 |
| buf_6 | 1 | 23 |
worst min path at each step:
stage	cells after the start	to
6_report	3	F[29]
5_1_grt	3	F[29]
4_1_cts	3	F[29]
Power and IR drop assume default switching activity.
