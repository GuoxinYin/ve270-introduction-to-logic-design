[./design.v]
module calculator(num,equal,anode,cathode,overflow,clk
    );
    input [3:0]num;
    input equal,clk;
    output [3:0]anode;
    output [6:0]cathode;
    output overflow;
    parameter s0=7'b0000001;
    parameter s1=7'b1001111;
    parameter s2=7'b0010010;
    parameter s3=7'b0000110;
    parameter s4=7'b1001100;
    parameter s5=7'b0100100;
    parameter s6=7'b0100000;
    parameter s7=7'b0001111;
    parameter s8=7'b0000000;
    parameter sn=7'b1111110;
    parameter sp=7'b1111111;
    reg indi=0;
    reg clock;
    reg overflow=0;
    reg c_out,c_out1;
    reg [2:0]summ,numm,SSDD;
    reg [3:0]next_state,anode;
    reg [3:0]SSD;
    reg [15:0]Q;
    reg [3:0] sum;
    reg [6:0]cathode=7'b1111111;
    always @ (posedge equal)begin
    if(indi==0)begin
    SSD=num;
    indi=1;end
    else begin
    sum=SSD;
    summ[2:0]=sum[2:0];
    numm[2:0]=num[2:0];
    {c_out,SSD}=sum+num;
    {c_out1,SSDD}=summ+numm;
    if(c_out==c_out1)overflow=0;
    else overflow=1;
    end
    end
    always @ (posedge clk)begin
        if (Q==16'b1100001101001111) begin
        clock<=~clock;
        Q<=0;
        end 
        else begin
        Q<=Q+1;
        end
        end
        always @(posedge clock)
        anode<=next_state;
       always @(anode)
                 case(anode)
                     4'b1110: begin
                         next_state=4'b1101;
                         case(SSD)
                         4'b0000:cathode=s0;
                         4'b0001:cathode=s1;
                         4'b0010:cathode=s2;
                         4'b0011:cathode=s3;
                         4'b0100:cathode=s4;
                         4'b0101:cathode=s5;
                         4'b0110:cathode=s6;
                         4'b0111:cathode=s7;
                         4'b1000:cathode=s8;
                         4'b1001:cathode=s7;
                         4'b1010:cathode=s6;
                         4'b1011:cathode=s5;
                         4'b1100:cathode=s4;
                         4'b1101:cathode=s3;
                         4'b1110:cathode=s2;
                         4'b1111:cathode=s1;
                         default:cathode=7'b1111111;
                         endcase
                         end
                     4'b1101:begin
                     next_state=4'b1110;
                     case(SSD)
                                         4'b0000:cathode=sp;
                                         4'b0001:cathode=sp;
                                         4'b0010:cathode=sp;
                                         4'b0011:cathode=sp;
                                         4'b0100:cathode=sp;
                                         4'b0101:cathode=sp;
                                         4'b0110:cathode=sp;
                                         4'b0111:cathode=sp;
                                         4'b1000:cathode=sn;
                                         4'b1001:cathode=sn;
                                         4'b1010:cathode=sn;
                                         4'b1011:cathode=sn;
                                         4'b1100:cathode=sn;
                                         4'b1101:cathode=sn;
                                         4'b1110:cathode=sn;
                                         4'b1111:cathode=sn;
                                         default:cathode=7'b1111111;
                                         endcase
                     end
                default:next_state=4'b1101;
                endcase
endmodule
module rolling(clk,anode,cathode,control
    );
    input clk;
    output [3:0]anode;
    output [6:0]cathode;
    output control;
    parameter d1=4'b0111;
    parameter d2=4'b1011;
    parameter d3=4'b1101;
    parameter d4=4'b1110;
    parameter d0=4'b1111;
    parameter id5=7'b0100100;
    parameter id1=7'b1001111;
    parameter id7=7'b0001111;
    parameter id3=7'b0000110;
    parameter id0=7'b0000001;
    parameter id9=7'b0000100;
    parameter id4=7'b1001100;
    parameter idn=7'b1111111;
    reg [15:0]Q_digit=0;
    reg [25:0]Q_divider=0;
    reg clock;
    reg control=0;
    reg [6:0]cathode=id5;
    reg [3:0]anode=d1;
    reg [3:0]next_state=4'b1011;
    reg [4:0]ca=0;
    always @ (posedge clk)begin
    if (Q_digit==16'b1100001101001111) begin
    clock<=~clock;
    Q_digit<=0;
    end 
    else begin
    Q_digit<=Q_digit+1;
    end
    end
    always @(posedge clock)
    anode<=next_state;
    always @(anode)
        case(anode)
            d1: begin
                next_state=d2;
                case(ca)
                5'b00110:cathode=id5;
                5'b00111:cathode=id5;
                5'b01000:cathode=id1;
                5'b01001:cathode=id1;
                5'b01010:cathode=id7;
                5'b01011:cathode=id7;
                5'b01100:cathode=id3;
                5'b01101:cathode=id3;
                5'b01110:cathode=id7;
                5'b01111:cathode=id7;
                5'b10000:cathode=id0;
                5'b10001:cathode=id0;
                5'b10010:cathode=id9;
                5'b10011:cathode=id9;
                5'b10100:cathode=id1;
                5'b10101:cathode=id1;
                5'b10110:cathode=id0;
                5'b10111:cathode=id0;
                5'b11000:cathode=id0;
                5'b11001:cathode=id0;
                5'b11010:cathode=id4;
                5'b11011:cathode=id4;
                5'b11100:cathode=id3;
                5'b11101:cathode=id3;
                default:cathode=idn;
                endcase
                end
            d2:begin
            next_state=d3;   
            case(ca) 
                            5'b00100:cathode=id5;
                            5'b00101:cathode=id5;
                            5'b00110:cathode=id1;
                            5'b00111:cathode=id1;
                            5'b01000:cathode=id7;
                            5'b01001:cathode=id7;
                            5'b01010:cathode=id3;
                            5'b01011:cathode=id3;
                            5'b01100:cathode=id7;
                            5'b01101:cathode=id7;
                            5'b01110:cathode=id0;
                            5'b01111:cathode=id0;
                            5'b10000:cathode=id9;
                            5'b10001:cathode=id9;
                            5'b10010:cathode=id1;
                            5'b10011:cathode=id1;
                            5'b10100:cathode=id0;
                            5'b10101:cathode=id0;
                            5'b10110:cathode=id0;
                            5'b10111:cathode=id0;
                            5'b11000:cathode=id4;
                            5'b11001:cathode=id4;
                            5'b11010:cathode=id3;
                            5'b11011:cathode=id3;
                            default:cathode=idn;
            endcase
            end
            d3:begin
            next_state=d4;  
            case(ca) 
                            5'b00010:cathode=id5;
                            5'b00011:cathode=id5;
                            5'b00100:cathode=id1;
                            5'b00101:cathode=id1;
                            5'b00110:cathode=id7;
                            5'b00111:cathode=id7;
                            5'b01000:cathode=id3;
                            5'b01001:cathode=id3;
                            5'b01010:cathode=id7;
                            5'b01011:cathode=id7;
                            5'b01100:cathode=id0;
                            5'b01101:cathode=id0;
                            5'b01110:cathode=id9;
                            5'b01111:cathode=id9;
                            5'b10000:cathode=id1;
                            5'b10001:cathode=id1;
                            5'b10010:cathode=id0;
                            5'b10011:cathode=id0;
                            5'b10100:cathode=id0;
                            5'b10101:cathode=id0;
                            5'b10110:cathode=id4;
                            5'b10111:cathode=id4;
                            5'b11000:cathode=id3;
                            5'b11001:cathode=id3;
                            default:cathode=idn;
            endcase
            end 
            d4:begin
            next_state=d1; 
            case(ca)
                            5'b00000:cathode=id5;
                            5'b00001:cathode=id5;
                            5'b00010:cathode=id1;
                            5'b00011:cathode=id1;
                            5'b00100:cathode=id7;
                            5'b00101:cathode=id7;
                            5'b00110:cathode=id3;
                            5'b00111:cathode=id3;
                            5'b01000:cathode=id7;
                            5'b01001:cathode=id7;
                            5'b01010:cathode=id0;
                            5'b01011:cathode=id0;
                            5'b01100:cathode=id9;
                            5'b01101:cathode=id9;
                            5'b01110:cathode=id1;
                            5'b01111:cathode=id1;
                            5'b10000:cathode=id0;
                            5'b10001:cathode=id0;
                            5'b10010:cathode=id0;
                            5'b10011:cathode=id0;
                            5'b10100:cathode=id4;
                            5'b10101:cathode=id4;
                            5'b10110:cathode=id3;
                            5'b10111:cathode=id3;
                            default:cathode=idn;
            endcase
            end
            d0:next_state=d0;
        default: next_state=d1;
        endcase      
    always @ (posedge clk)begin
            if (Q_divider==26'b10111110101111000001111111)begin
            Q_divider<=0;
            if(ca>5'b11101) begin
            ca<=5'b11111;
            control=1;
            end
            else ca<=ca+1;
            end
            else begin
            Q_divider<=Q_divider+1;
            end
            end
endmodule
module lab777(num,equal,anode,cathode,overflow,clk
    );
    input [3:0]num;
        input equal,clk;
        output [3:0]anode;
        output [6:0]cathode;
        output overflow;
  wire control;
  wire [3:0] anode1,anode2;
  wire [6:0] cathode1,cathode2;
  reg [3:0] anode;
  reg clock=1'b0;
  reg[6:0] cathode;
  rolling M1(clk,anode1,cathode1,control);
  calculator M2(num,equal,anode2,cathode2,overflow,clk);
  always @* begin
  if(clock==0)  begin  
   anode=anode1;
   cathode=cathode1;
   if(control==1) clock=1;
   end
   else begin
   anode=anode2;
   cathode=cathode2;
   end       
  end          
endmodule
[./run.sh]
#!/bin/bash
# OpenROAD 26Q1-2900-gdf79404cd8, Yosys 0.63+post, stock flow scripts
make -C /OpenROAD-flow-scripts/flow DESIGN_CONFIG=/design/flow/config.mk WORK_HOME=/design/flow/orfs finish
[./config.mk]
export PLATFORM = sky130hd
export DESIGN_NAME = lab777
export DESIGN_NICKNAME = lab777
export VERILOG_FILES = /design/flow/design.v
export SDC_FILE = /design/flow/constraint.sdc
export NUM_CORES = 4
export LEC_CHECK = 1
export CORE_UTILIZATION = 40
[./constraint.sdc]
current_design lab777

set clk_period 4.1
set clk_io_pct 0.2

create_clock -name clk0 -period $clk_period [get_ports {clk}]
create_clock -name clk1 -period $clk_period [get_ports {equal}]

set non_clock_inputs [all_inputs -no_clocks]
set_input_delay [expr $clk_period * $clk_io_pct] -clock clk0 $non_clock_inputs
set_output_delay [expr $clk_period * $clk_io_pct] -clock clk0 [all_outputs]
==> impl_metrics.env <==
# yosys + openroad results
export IMPL_syn_inst=541
export IMPL_wl_um=9020
export IMPL_min_delay_start="M1.Q_divider[0]"
export IMPL_hold_buffers=0
export IMPL_crit_buf_inv=3
export IMPL_ys_chip_area_um2=4840
export IMPL_clk_pin_slew_ps=50
export IMPL_yosys_warnings=4
export IMPL_slowest_delay_ps=480
export IMPL_ys_cells=541
export IMPL_cp_slowest_cell="clkdlybuf4s50_1"
export IMPL_p_leak_nw=2.18
export IMPL_postRouteAntennaNets=0
export IMPL_netlist_top_cell_by_area="dfxtp_1"
export IMPL_p_sw_w=0.000433
export IMPL_grt_pass1_vias=3637
export IMPL_edf_count=9
export IMPL_status="finished, final reports clean"
export IMPL_ctsResizeCount=0
export IMPL_untimed_endpoints=31
export IMPL_drv_cap=0
export IMPL_p_clk_frac=0.484
export IMPL_worstHoldEndpoint="M1.Q_divider[0]"
export IMPL_drt_pass1_iterations=15
export IMPL_areaGrowthSynthToFinish_pct=14.3
export IMPL_ios=18
export IMPL_r2r_end="M1.control"
export IMPL_viasPerCell=5.41
export IMPL_min_path_type="reg -> reg"
export IMPL_num_rows=39
export IMPL_dieArea_um2=12600
export IMPL_ys_ff=101
export IMPL_grt_pass1_wl_um=16200
export IMPL_seqPwrFrac=0.424
export IMPL_unclocked_regs=21
export IMPL_path_delay_family="buffers and inverters"
export IMPL_peakVddDrop_mv=0.203
export IMPL_hold_depth=1
export IMPL_hold_viol_final=0
export IMPL_area_leaders="dfxtp_1 32%, edfxtp_1 5.6%, dlxtn_1 4.6%"
export IMPL_combPwrFrac=0.092
export IMPL_fin_total_pwr_w=0.00202
export IMPL_reg2reg_setup_slack_ps=1950
export IMPL_critPathKind="in -> reg"
export IMPL_power_density_nw_per_um2=365
export IMPL_fp_util=0.417
export IMPL_async_flop_share=0
export IMPL_drt_iter0_drc=306
export IMPL_critPathLaunchType="primary input"
export IMPL_dp_hpwl_um=6250
export IMPL_core_um2=11600
export IMPL_stdcell_count=706
export IMPL_dp_cells=686
export IMPL_cts_tree="done"
export IMPL_fp_dieH_um=112
export IMPL_worstPathCellList="clkdlybuf4s50_1 -> ha_1 -> inv_1 -> fa_1 -> xnor2_1 -> mux2i_1 -> inv_1 -> nor2_1 -> a221oi_1"
export IMPL_setup_viol_count_final=0
export IMPL_cpMostUsedCell="inv_1"
export IMPL_worst_slack_ps=1210
export IMPL_worstPathMaxFanout=7
export IMPL_rsz0062_at_grt="no"
export IMPL_routabilityCongestion=0.882
export IMPL_p_int_w=0.00159
export IMPL_drc=0
export IMPL_vias=3821
export IMPL_ff_type="dfxtp_1"
export IMPL_warnings=33
export IMPL_cts_setup_buffers=0
export IMPL_fin_worst_skew_ps=8.89
export IMPL_wl_per_cell_um=12.8
export IMPL_post_place_ws_ps=993
export IMPL_drv_slew=0
export IMPL_die_w_um=112
export IMPL_grt_antenna_before_repair=0
export IMPL_antennaDiodeCount=0
export IMPL_tns_ps=0
export IMPL_track_usage=0.157
export IMPL_end_kind="flip-flop"
export IMPL_avgSynthCellArea_um2=8.95
export IMPL_switching_share=0.214
export IMPL_synth_cell_types=65
export IMPL_tightest_slew_ps=1030
export IMPL_slew_headroom=0.306
export IMPL_drive_gt1_frac=0.0959
export IMPL_synthTopCellsByCount="77 x dfxtp_1, 40 x nand2_1, 38 x nor2_1"
export IMPL_top_cell="dfxtp_1"
export IMPL_overflow=0
export IMPL_yosys_area_top_type_share=0.318
export IMPL_reg2regPathDepth=5
export IMPL_io_buffers=16
export IMPL_arrival_ps=2990
export IMPL_worst_ep_required_time_ps=4210
export IMPL_worstReg2RegStart="M1.Q_divider[0]"
export IMPL_syn_cell_area_um2=4840
export IMPL_grt_max_degree=31
## placed cells by master (no fill, tap or decap), types with 4 or more instances in the layout
master and count:
nand4_1 10, and3_1 7, xnor2_1 23, nor4_1 6
nor3b_1 7, mux2_2 12, nor3_1 14, xor2_1 17
nand2b_1 7, a31oi_1 4, nor2_1 38, mux2i_1 5
edfxtp_1 9, o21ai_0 22, and2_1 6, dlxtn_1 15
nor2b_1 14, a311oi_1 5, nand2_1 40, clkdlybuf4s50_1 16
a221oi_1 6, and4_1 6, inv_1 28, dfxtp_1 77
or2_2 12, or3_1 7, or4_1 6, clkbuf_16 13
a21oi_1 29, ha_1 17, nand3_1 22
## worst register-to-register path, cell delays in order (launching register included)
cell and delay, ps:
dfxtp_1 350, ha_1 210, nand2_1 140, nor2_1 190
and4_1 730, nor2b_1 230
## sequential cells by signal, summed over array words and instances, names as in the netlist, named ones only
signal	cells
clock	1
M1.control	1
M2.clock	1
M2.overflow	1
M1.clock	1
M2.anode	2
M1.cathode	7
M2.indi	1
M2.SSD	4
M2.Q	16
M1.Q_divider	26
M1.Q_digit	16
M1.ca	5
M2.cathode	7
M1.anode	4
## worst max-delay path by stage
stage | slack, ps | end | cells past startpoint | from
6_report | 1210 | flip-flop | 9 | num[0]
5_1_grt | 1020 | flip-flop | 9 | num[0]
4_1_cts | 1240 | flip-flop | 9 | num[0]
## area by class of cell
cell class              instances  area [um2]
multi-input cells             393        2620
fillers                      1023        6080
clock buffers                  14         339
flip-flops and latches        101        2040
well taps                     143         179
clock inverters                 6        63.8
inverters                      30         113
repair buffers                 19         183
## cell families (layout without fill, tap and decap cells)
group                    after synthesis  in the layout  share of synthesized area
XOR/XNOR                              40             40                     0.0723
adder cells (fa/ha/maj)               18             18                     0.0480
latches                               15             15                     0.0465
buffers and inverters                 49             69                     0.0395
flip-flops                            86             86                      0.374
AND/OR/NAND/NOR                      216            216                      0.247
multiplexers                          17             17                     0.0382
AND-OR/OR-AND                         99             99                      0.134
other                                  1              3                   0.000774
## power by group through the flow
stage	Sequential (W)	Combinational, W	Clock, W
after CTS	0.000857	0.000185	0.00100
after global routing	0.000859	0.000210	0.00104
final	0.000856	0.000186	0.000978
## routing by layer
| metal | routed length (um) | vias up | track usage |
|---|---|---|---|
| met5 | 0 | - | 0 |
| met4 | 68 | 0 | 0.0276 |
| met3 | 396 | 7 | 0.0242 |
| met2 | 3930 | 85 | 0.243 |
| met1 | 4630 | 1759 | 0.243 |
| li1 | - | 1970 | - |
## per-stage QoR
stage	util	area (um2)	hold slack (ps)
floorplan	-	4850	418
global placement	0.442	5130	429
detailed placement	0.442	5130	440
CTS	0.477	5540	452
global route	0.477	5540	479
finish	0.477	5540	447
Power is estimated from default activity; no workload was simulated.
