File: flow/design.v
module lab6(Reset,clk,row,cs,SSD,col_out,OR_row,row_out,col,col_o
    );
    input Reset;
    input clk;
    input [3:0]row;
    output [3:0]col_out,row_out,col;
    output [2:0]cs,col_o;
    output [10:0] SSD;
    output OR_row;
    parameter init=4'b0000;
    parameter s1=4'b0001;
    parameter s2=4'b0010;
    parameter s3=4'b0100;
    parameter s4=4'b1000;
    parameter s5=4'b1111;
    reg [25:0] Q;
    reg clock;
    reg [2:0]col_o;
    reg [3:0] curr_state;
    wire OR_row;
    wire [3:0]row_out;
    wire [2:0]col_oo;
    initial begin
    Q=0;
    clock=0;
    cs=3'b000;
    col_out=4'b1111;
    curr_state=init;
    col_o=3'b000;
    end
    always @ (posedge clk)begin
    if (Q==26'b10111110101111000001111111)begin
    clock=~clock;
    Q<=0;
    end
    else begin
    clock<=clock;
    Q<=Q+1;
    end
    end
    reg [3:0]next_state,col_out,col;
    reg [4:0]code;
    reg [2:0]cs;
    assign OR_row=((row[3])||(row[2])||(row[1])||(row[0]));
    assign row_out=row;
    always @(posedge clock or posedge Reset)
    if (Reset==1) curr_state<=init;
    else          curr_state<=next_state;
    always @(curr_state or OR_row)
        case(curr_state)
            init: begin 
                cs=3'b000;col_o=3'b000;
                col=4'b1111;
                col_out=4'b1111;
                  if(OR_row==0) next_state<=init; else 
                  if(OR_row==1) next_state<=s1;else
                                next_state<=init;
                  end
            s1:begin 
            cs=3'b001;
            col_o=3'b001;
            col_out=s1;
            col=s1;
               if(OR_row==0) next_state<=s2; else 
               if(OR_row==1) next_state<=s5;
               else   next_state<=init;
               end
            s2:begin 
            cs=3'b010;col_o=3'b010;
            col_out=s2;
            col=s2;
               if(OR_row==0) next_state<=s3; else 
               if(OR_row==1) next_state<=s5;
               else   next_state<=init;
               end
            s3:begin 
            cs=3'b011;col_o=3'b011;
            col_out=s3;
            col=s3;
               if(OR_row==0) next_state<=s4; else 
               if(OR_row==1) next_state<=s5;else   next_state<=init;
               end
            s4:begin 
            cs=3'b100;col_o=3'b100;
            col_out=s4;
            col=s4;
               if(OR_row==0) next_state<=init; else 
               if(OR_row==1) next_state<=s5;else   next_state<=init;
               end
            s5:begin
               cs=3'b101;
               col_o=col_o;
               case(col_o)
                3'b001:col=s1;
                3'b010:col=s2;
                3'b011:col=s3;
                3'b100:col=s4;
                default:col=4'b0000;
                endcase
               col_out=4'b1111;
               if(OR_row==0) next_state<=init; else 
               if(OR_row==1) next_state<=s5;else   next_state<=init;
               end
            default: begin
                    next_state<=init;
                    cs=3'b000;
                    col_out=4'b1111;
                    col=4'b1111;
                    end
            endcase    
 always @(col)
      case(row)
 4'b0001: case (col)
                                  s1: code=5'b00000;
                                  s2: code=5'b00001;
                                  s3: code=5'b00010;
                                  s4: code=5'b00011; default: code=5'b11111;
                                endcase
                       4'b0010: case (col)
                                  s1: code=5'b00100;
                                  s2: code=5'b00101;
                                  s3: code=5'b00110;
                                  s4: code=5'b00111; default: code=5'b11111;
                                endcase
                       4'b0100: case (col)
                                  s1: code=5'b01000;
                                  s2: code=5'b01001;
                                  s3: code=5'b01010;
                                  s4: code=5'b01011; default: code=5'b11111;
                                endcase
                       4'b1000: case (col)
                                  s1: code=5'b01100;
                                  s2: code=5'b01101;
                                  s3: code=5'b01110;
                                  s4: code=5'b01111; default: code=5'b11111;
                                endcase
                                default: code=5'b11111;
            endcase    
reg [10:0] SSD;            
    always @(code)
            case (code)
        5'b00000:SSD<=11'b11100000001;
        5'b00001:SSD<=11'b11101001111;
        5'b00010:SSD<=11'b11100010010;
        5'b00011:SSD<=11'b11100000110;
        5'b00100:SSD<=11'b11101001100;
        5'b00101:SSD<=11'b11100100100;
        5'b00110:SSD<=11'b11100100000;
        5'b00111:SSD<=11'b11100001111;
        5'b01000:SSD<=11'b11100000000;
        5'b01001:SSD<=11'b11100000100;
        5'b01010:SSD<=11'b11100001000;
        5'b01011:SSD<=11'b11101100000;
        5'b01100:SSD<=11'b11100110001;
        5'b01101:SSD<=11'b11101000010;
        5'b01110:SSD<=11'b11100110000;
        5'b01111:SSD<=11'b11100111000;
        default SSD<=11'b11110111000;  
        endcase        
endmodule
File: flow/run.sh
#!/bin/bash
# OpenROAD 26Q1-2900-gdf79404cd8, Yosys 0.63+post, stock flow scripts
make -C /OpenROAD-flow-scripts/flow DESIGN_CONFIG=/design/flow/config.mk WORK_HOME=/design/flow/orfs finish
File: flow/config.mk
export PLATFORM = sky130hd
export DESIGN_NAME = lab6
export DESIGN_NICKNAME = lab6
export VERILOG_FILES = /design/flow/design.v
export SDC_FILE = /design/flow/constraint.sdc
export NUM_CORES = 4
export LEC_CHECK = 1
export CORE_UTILIZATION = 40
File: flow/constraint.sdc
current_design lab6

set clk_period 5.9
set clk_io_pct 0.2

create_clock -name clk0 -period $clk_period [get_ports {clk}]

set non_clock_inputs [all_inputs -no_clocks]
set_input_delay [expr $clk_period * $clk_io_pct] -clock clk0 $non_clock_inputs
set_output_delay [expr $clk_period * $clk_io_pct] -clock clk0 [all_outputs]
==> results_slide.txt <==
Synthesis and Place & Route Summary

Route
  • # diodes: 0
  • Initial DRC count: 95
  • DR WL/cell: 12.2 um
  • 1st-pass router iterations: 4
  • # DRC: 0
  • Antenna Violating Nets Remaining: 0
  • Routed WL: approximately 4500 um
  • DR vias: around 2000
  • Via density per instance: 5.37

Power and ir drop
  • Switching portion of total power: 0.221
  • Static Leak: 0.955 nW
  • Sequential Power Share: 0.584
  • Power per cell area: 119 mW/mm^2
  • Gate power share: 0.083
  • Worst vdd ir: 0.000137 V
  • Switching pwr: 69.2 uW
  • P_int: 244 uW
  • Clock Power Share: 0.333
  • Post-route total power: between 300 and 400 uW

Final timing
  • Sum Neg Setup Slack: 0 ns
  • Final Cycle Share: 0.876
  • Final setup viols: 0
  • WHS: 0.482 ns
  • Clock skew: 0.00986 ns
  • Hold Violations, Final: 0
  • Least-Margin Pin Slew: ~0.75 ns
  • Register pins left without a clock: 7
  • Final worst slack: 0.731 ns
  • Min Tclk post-route: 5.17 ns
  • Slew headroom: 0.492
  • Pins Over Slew Limit: 0
  • Highest clock rate: between 150 and 200 MHz
  • Unrepaired setup endpoints after global routing: false
  • Endpoints left unconstrained: 21

Finish
  • Area grow syn2layout: 13.4%
  • FILL cells: 544
  • Fin util: 0.474
  • Finished Layout Cells: between 300 and 400
  • Final instance area: 0.00264 mm^2
  • Share of cells above drive strength 1: 0.0736
  • Flop area: 696 um^2
  • Gate Area: ~0.0014 mm^2

Clocking
  • CTS Buf Count: 3
  • Post-CTS Resized: 0
  • Late-Pin Clk Latency: 0.27 ns
  • Setup repair bufs after CTS: 0
  • H-Tree Level Count: 1
  • Hold buffer count at CTS: 0
  • CTS tree: done
  • Clock Path Buffers: 2
  • Root buffer cell: clkbuf_8
  • Clock-pin slew of the registers on the worst-case setup and hold paths: 0.10 ns

Yosys
  • Synthesis-stage register bit count: 34
  • Synthesized area per cell: just over 8 um^2
  • Top-count cell post-synth: dfxtp_1
  • Post-Syn Area: 0.00233 mm^2
  • Yosys warning count: 1
  • Largest area contributor in the netlist: dfxtp_1
  • Syn Inst Count: 285
  • Synth top area share: 0.224
  • EDFF count, synth: 1
  • Top cells, area: dfxtp_1 (22%), xnor2_1 (8.3%), dfrtp_1 (4.3%)
  • Synth cell count leaders: dfxtp_1 (26), nor2_1 (25), xnor2_1 (22), a21oi_1 (17), nand2_1 (16)
  • YS chip area: 0.00233 mm^2
  • Yosys cell count: 285
  • Yosys cell types: 60
  • Main flop type: dfxtp_1
  • Post-synth ARST share: 0.118

Setup path
  • Crit path launch type: input pin
  • CP cell instances: clkdlybuf4s50_1 -> xnor2_2 -> nor3_2 -> or3_1 -> nand3_1 -> inv_1 -> ha_1 -> o21ai_0 -> a21oi_1 -> nor3b_1 -> clkdlybuf4s50_1
  • CP Data Required Time: ~4.7 ns
  • Worst r2r src: Q[0]$_SDFF_PN0_
  • Worst path slowest cell: clkdlybuf4s50_1
  • Worst r2r path cells: 4
  • Reg2reg end: clock$_DFFE_PN_
  • CP Capture Type: primary output
  • Most frequent cell on the critical path: clkdlybuf4s50_1
  • Worst reg-to-reg setup slack: 3.97 ns
  • Worst EP arrival: roughly 4 ns
  • Max incr delay on CP: 0.70 ns
  • CP Class: input pin to primary output
  • Crit path max fanout: 10

Floorplanning
  • Die height: 78.3 um
  • FP Util: 0.418
  • Ports: 36
  • Die Wd: 78.3 um
  • # rows: 27
  • Core Area: around 0.0056 mm^2
  • Die area: 0.00613 mm^2

Run
  • Tool Warnings: 27
  • Max Cap Viol: 0

GRT
  • Pin count of the biggest net entering global routing: 24
  • GR Overflow Total: 0
  • First-pass GRT wire length: roughly 7800 um
  • Tot GR Track Use: 0.154
  • Vias in the first global route: between 1500 and 2000
  • Initial antenna violation count: 0

Placement
  • Placed cells: 367
  • Gp weighted congestion: between 0.8 and 0.9
  • Dpl ws: 0.743 ns
  • DP Wirelength: 3440 um
  • Port Buffer Count: 32
  • DP Area: 0.00259 mm^2

Worst hold path
  • Hold EP: Q[0]$_SDFF_PN0_
  • Hold path cells: 1
  • HP Class: register to register
  • Hold_sp: Q[0]$_SDFF_PN0_

Outcome
  • Outcome: finished clean
==> critical path: cells and delay by family <==
family	cells	cell delay, ns
buf+inv	3	1.25
simple gates	4	0.92
compound gates	2	0.27
fa+ha+maj	1	0.19
xor+xnor	1	0.18
==> power groups by stage <==
stage | Sequential [mW] | Clock (mW) | Combinational (mW)
after CTS | 0.183 | 0.109 | 0.0257
final | 0.183 | 0.104 | 0.0259
after global routing | 0.183 | 0.117 | 0.0286
==> sequential cells by signal, indices dropped and copies added (netlist names) <==
name        count
clock           1
curr_state      4
col_o           3
Q              26
==> per-layer routing <==
metal | vias to the layer above | track usage | wire, um
met4 | 0 | 0.0167 | 25
li1 | 1035 | - | -
met2 | 50 | 0.238 | 2030
met5 | - | 0 | 0
met3 | 2 | 0.0142 | 176
met1 | 904 | 0.244 | 2280
==> cell usage in the layout (no fill, tap or decap), drive strengths merged, types with 4 or more instances in the layout <==
master	netlist	routed
nor4	5	5
clkdlybuf4s50	0	32
nor3	17	17
and3	4	4
nand3	16	16
a21oi	17	17
o41ai	4	4
ha	4	4
nor2	27	27
nor3b	4	4
xnor2	23	23
o211ai	5	5
nand4	9	9
or3	6	6
dfrtp	4	4
dfxtp	26	26
nand2b	4	4
xor2	8	8
nand2	16	16
o21ai	12	12
inv	13	14
==> how the worst max path moves through the flow <==
stage / start / endpoint / slack (ns) / cells after the start
4_1_cts: row[0] / SSD[1] / 0.73 / 11
5_1_grt: row[0] / SSD[1] / 0.47 / 11
6_report: row[1] / SSD[1] / 0.73 / 11
==> kinds of logic after synthesis <==
| family | after synthesis | synth area share |
|---|---|---|
| XOR/XNOR | 31 | 0.120 |
| AND/OR/NAND/NOR | 122 | 0.310 |
| other | 1 | 0.00161 |
| adder cells (fa/ha/maj) | 4 | 0.0215 |
| latches | 3 | 0.0193 |
| multiplexers | 1 | 0.00430 |
| AND-OR/OR-AND | 53 | 0.153 |
| flip-flops | 31 | 0.279 |
| buffers and inverters | 39 | 0.0919 |
==> layout make-up <==
class | instances | share of cell area
multi-input combinational | 214 | 0.540
sequential | 34 | 0.264
timing repair buffer | 33 | 0.124
tap | 72 | 0.0341
inverter | 14 | 0.0199
clock buffer | 3 | 0.0156
clock inverter | 1 | 0.00237
Power figures rest on the tool's default switching activity, not on a simulated workload.
